===== /design/flow/config.mk =====
export PLATFORM = sky130hd
export DESIGN_NAME = mux_4_1
export DESIGN_NICKNAME = mux_4_1
export VERILOG_FILES = /design/flow/design.v
export SDC_FILE = /design/flow/constraint.sdc
export NUM_CORES = 4
export LEC_CHECK = 1
export CORE_AREA = 10 10 76 76
export DIE_AREA = 0 0 86 86
export SYNTH_HDL_FRONTEND = slang

===== /design/flow/constraint.sdc =====
current_design mux_4_1

set clk_period 1.5
set clk_io_pct 0.2

create_clock -name clk0 -period $clk_period

set non_clock_inputs [all_inputs -no_clocks]
set_input_delay [expr $clk_period * $clk_io_pct] -clock clk0 $non_clock_inputs
set_output_delay [expr $clk_period * $clk_io_pct] -clock clk0 [all_outputs]

===== /design/flow/design.v =====
module mux_4_1(A, B, C, D, select, out);
    input [31:0] A;           
    input [31:0] B;           
    input [31:0] C;           
    input [31:0] D;           
    input [1:0] select;       
    output wire [31:0] out;   
    assign out = (select[1] == 0) ? ((select[0] == 0) ? A : B) : ((select[0] == 0) ? C : D);
endmodule

===== /design/flow/run.sh =====
#!/bin/bash
# OpenROAD 26Q1-2900-gdf79404cd8, Yosys 0.63+post, stock flow scripts
make -C /OpenROAD-flow-scripts/flow DESIGN_CONFIG=/design/flow/config.mk WORK_HOME=/design/flow/orfs finish

==> results.txt <==
Implementation results are summarized by area below.

Outcome
The run finished, with violations left. The checks that failed: negative setup slack.

STA
The minimum hold slack is 1.08 ns. Setup repair after global routing could not meet its margin everywhere. The part of the cycle the worst path needs is 100%. In this build the clock could be raised as far as 666 MHz.

The final max-slew violation count is 0. Once routing completed, OpenROAD measured the worst setup slack at -0.000871 ns. The final setup violation count is 1. Adding up every negative setup slack in the final design gives -0.000871 ns. For reference, the final report shows the hold violation count at 0. The minimum clock period after layout is 1.50 ns. The max-slew headroom at the worst pin is 91.0%. The pin slew with the least headroom to its limit is 0.134 ns.

Die
The total number of placement rows is 23. The die is 86 um tall. The die width is 86 um. The chip occupies 7400 sq um. The area of the core region is 4120 sq um. The top-level I/O count is 162. The floorplan step records an initial core utilization of 19.8%.

Power
The switching component of the power was reported as 0.137 mW. The analysis attributes to cell leakage a power of 1.11 nW. The power report attributes to the sequential group a share of 0%. The ratio of total power to cell area is 242 nW/um^2. The switching portion of total power comes to 24.9%. The fraction of power consumed by combinational cells is 100.0%. The worst-case vdd ir drop is 0.107 mV.

The internal power contribution is 0.413 mW. The share of total power dissipated in the clock network is 0%.

Logic synthesis
The cell count after synthesis is 39. The cell type with the largest total area is sky130_fd_sc_hd__mux4_2. The synthesis report lists the most area-consuming cells as sky130_fd_sc_hd__mux4_2, sky130_fd_sc_hd__buf_12, sky130_fd_sc_hd__mux4_1, sky130_fd_sc_hd__buf_2, sky130_fd_sc_hd__buf_6.

The synthesized chip area reported by yosys is 815 sq um. The mean area per synthesized cell is 20.9 sq um. The fraction of synthesized cell area taken by the top area cell type is 82.9%. The warning tally printed by Yosys for this design is 0.

The commonest cells after synthesis are sky130_fd_sc_hd__mux4_2, sky130_fd_sc_hd__buf_12, sky130_fd_sc_hd__buf_2. The most common cell in the netlist is sky130_fd_sc_hd__mux4_2. Sequential elements use 0% of the synthesized area. The yosys stat cell total is 39. After synthesis, the netlist uses 5 different library cells.

The post-synthesis cell area is 815 sq um.

Place
Detailed placement reports a standard cell area of 2480 sq um. The HPWL after detailed placement is 5290 um. Buffers placed on the I/O ports in this run total 162. The routability congestion estimate from global placement is 0.820. Per the post-place timing report, worst setup slack is -0.612 ns.

Route
The detailed-route wire length is 5920 um. Before antenna repair, the detailed router went through 4 iterations. The number of DRC markers in iteration 0 is 27. The post-detailed-route count of antenna-violating nets is 0. The vias per cell is 4.71.

The average wire per standard cell is 23.4 um. The number of antenna diodes is 0. Across all layers, the routed design uses 1192 vias. The post-route DRC violation count is 0.

Flow run
The number of logged tool warnings is 35. The number of maximum-capacitance violations recorded for the run is 0.

Finish
The clock tree buffer count of the final layout is 0. The final cell utilization of the core is 55.3%. Of the cells placed in the final design, the portion with a size suffix greater than 1 is 36.9%.

The area overhead of the layout relative to synthesis is 180%. The layout has 405 filler cells. In the final layout, flip-flops and latches occupy 0 sq um. The finished layout cell area is 2280 sq um. The number of sequential cells reported for the layout is 0.

Clocking
The post-CTS hold buffer count recorded in the log is 0.

Worst setup path
The endpoint kind of the worst setup timing path is a primary output. The report shows a maximum critical-path fanout of 7. The nature of the critical path startpoint is an input port. For reference, the most critical setup path is categorized as in -> out. The OpenROAD report gives the critical path a required time of 1.20 ns. According to the timing report, the arrival time at the worst endpoint equals 1.20 ns.

Global routing
The first global-routing pass estimated 9020 um of wire. The sum of overflow across all layers after global routing is 0. Entering global routing, the biggest net connects 12 pins.

The initial antenna violation count is 0. The number of global-route vias before repair is 1425. The global router's overall resource usage is 15.9%.

Hold path
The type of the tightest min-delay check is in -> out.
## metrics by stage
stage | std cells | power (mW)
after CTS | 253 | 0.563
after global placement | 249 | 0.717
final | 253 | 0.551
after floorplan | 39 | 0.189
after detailed placement | 249 | 0.721
after global routing | 253 | 0.597
## worst max-delay path, stage by stage
cell	delay (ns)
sky130_fd_sc_hd__buf_12	0.12
sky130_fd_sc_hd__buf_12	0.14
sky130_fd_sc_hd__mux4_2	0.50
sky130_fd_sc_hd__buf_2	0.14
## cells by family after synthesis
group	synth area share (%)
mux	89.4
buf+inv	10.6
## layer usage
metal,routed length (um),vias up,track usage [%],part of all wire [%]
met5,0,-,0,0
met4,27,0,0.599,0.46
met3,604,2,5.91,10
met2,3150,83,28.5,53
met1,2140,572,18.5,36
li1,-,535,-,-
## power by group through the flow
stage	logic (mW)	clock network (mW)	registers (mW)
after global routing	0.597	0	0
final	0.551	0	0
after CTS	0.563	0	0
## final timing paths
check                 depth (start not counted)  slack [ns]       from      end
worst max-delay path                          4     -0.0009  select[0]  out[25]
worst min-delay path                          3        1.08      D[22]  out[22]
## cell type report
type / count / area, sq um / share of cell area (%)
multi-input cells: 32 / 721 / 31.6
repair buffers: 171 / 1490 / 65.6
well taps: 50 / 62.6 / 2.75
## layout by cell type, fill, tap and decap left out, drive strengths merged
cell type	n
buf	42
bufbuf	1
dlygate4sd2	128
mux4	32
## timing repair
| action | CTS | global route |
|---|---|---|
| endpoints found under the hold margin | 0 | 0 |
| setup buffers | 1 | 0 |
| gates cloned | 3 | 0 |
| endpoints found under the setup margin | 32 | 23 |
| resized | 244 | 0 |
Power figures rest on the tool's default switching activity, not on a simulated workload.
